==> design.v <==
`timescale 1ns/100ps
module rf (clk, read_rega, read_regb, write_reg, write_data, rf_we, rsa, rsb);
  input  clk;
  input  [3:0]  read_rega;
  input  [3:0]  read_regb;
  input  [3:0]  write_reg;
  input  [31:0] write_data;
  input  rf_we;
  output [31:0] rsa;
  output [31:0] rsb;
  reg    [31:0] ram_array [15:0];
  reg    [31:0] rsa;
  reg    [31:0] rsb;
  integer i; 
  initial
  begin
     for (i = 0; i < 16; i = i + 1) begin
       ram_array[i] <= 32'H00000000;
     end
  end
  always @(posedge clk)
  begin
    if (read_rega == 4'H0)
      rsa <= 32'H00000000;
    else
      rsa <= ram_array[read_rega];
  end
  always @(posedge clk)
  begin
    if (read_regb == 4'H0)
      rsb <= 32'H00000000;
    else    
      rsb <= ram_array[read_regb];
  end
  always @(posedge clk)
  begin
    if (rf_we == 1'b1)
      ram_array[write_reg] <= write_data;
  end
endmodule
==> run.sh <==
#!/bin/bash
# OpenROAD 26Q1-2900-gdf79404cd8, Yosys 0.63+post, stock flow scripts
make -C /OpenROAD-flow-scripts/flow DESIGN_CONFIG=/design/flow/config.mk WORK_HOME=/design/flow/orfs finish
==> config.mk <==
export PLATFORM = sky130hd
export DESIGN_NAME = rf
export DESIGN_NICKNAME = rf
export VERILOG_FILES = /design/flow/design.v
export SDC_FILE = /design/flow/constraint.sdc
export NUM_CORES = 4
export LEC_CHECK = 1
export CORE_UTILIZATION = 50
==> constraint.sdc <==
current_design rf

set clk_period 7.8
set clk_io_pct 0.2

create_clock -name clk0 -period $clk_period [get_ports {clk}]

set non_clock_inputs [all_inputs -no_clocks]
set_input_delay [expr $clk_period * $clk_io_pct] -clock clk0 $non_clock_inputs
set_output_delay [expr $clk_period * $clk_io_pct] -clock clk0 [all_outputs]
==> CHANGELOG.md <==
### Physical design

- Status: completed
- Start point of the worst hold path: ram_array[1][2]
- MaxCap Viol Count: 0
- Logic pwr share: 7.6%
- Vias per cell: 6.335
- Pre-Place Util: 51.12%
- Worst EP arrival: 4.29 ns
- Hold WC Path Type: reg2reg
- Hpwl dp: 29.59 mm
- Maximum fanout along the worst path: 55
- Vias in the first global route: 12870
- Sequential share of the synthesized area: 67.35%
- # Cells Yosys: 1044
- R2r setup slk: 6.28 ns
- Reg-to-Reg Start: ram_array[3][26]
- Clock latency (worst-skew pair): 0.61 ns
- Fin Clk Skew: 0.01364 ns
- Final setup violation count: 0
- Asr flop ratio synth: 0%
- Power Total: 6.727 mW
- RSZ-0062 raised after global routing: no
- Synth area leader: edfxtp_1
- Ports: 110
- Pwr Density: 247.4 nW/µm²
- Placed cells: 1708
- Sequence of cells on the critical path: clkbuf_8, buf_4, buf_4, mux4_2, mux4_2
- Clk sinks: 545
- GRT Util Overall: 27.90%
- Hold Fails Final Rpt: 0
- Top logic family: multiplexers
- Mapped Area: 23350 µm²
- Die span in x: 218.1 µm
- Crit path launch: read_regb[0]
- Complex Gates by Area: 2.551%
- Most frequent cells after synthesis: edfxtp_1 (481), mux4_2 (254), dfxtp_1 (64)
- Final Non-Filler Cells: 1816
- Largest stage delay on the critical path: 0.56 ns
- Synth mux share: 27.62%
- CTS tree: built
- Std cell rows: 78
- Fmax: 263.0 MHz
- Log Warnings: 25
- Antenna-violating nets left: 0
- Most common cell in the netlist: edfxtp_1
- Total gr overflow: 0
- Mean Syn Cell Area: 22.36 µm²
- Die y size: 218.1 µm
- Top Usage Layer GRT: met1
- Crit path time final: 3.802 ns
- Clock buffer depth: 3
- Peak supply drop: 0.1828 mV
- Post-cts resize count: 0
- R2R depth: 3
- Lkg Pwr: 8.737 nW
- Grt met3 use: 19.22%
- XORs/XNORs by Area: 0%
- CP Launch Type: primary input
- WHS Endpoint: rsb[2]
- Clock slew at reported path FFs: 0.06 ns
- ANT cells: 0
- Synth unique cells: 26
- Initial antenna violation count: 6
- Largest net degree at the start of global routing: 97
- Yosys chip area: 23350 µm²
- Main area contributors: edfxtp_1 (62%), mux4_2 (25%), dfxtp_1 (5.5%)
- Number of I/O port buffers: 109
- Adder share: 0%
- First-pass GRT wire length: 82.95 mm
- Core area: 45670 µm²
- Simple share: 0.6484%
- Post-synth top flop: edfxtp_1
- Crit path kind: in2reg
- Iter 0 DRT Violations: 643
- H-tree Lvls: 2
- DIE AREA: 47570 µm²
- WL/cell: 30.83 µm
- Sequential share of power: 49.2%
- Met1 usage: 40.39%
- Total negative slack: 0 ns
- Setup bufs post-CTS: 0
- CP endpoint kind: flop
- Internal Pwr Total: 5.331 mW
- Clock power share: 43.2%
- Slew margin rel.: 48.27%
- Flip-flops with a built-in enable: 481
- Ys flops: 545
- Total CTS buffers: 57
- Vias: 11500
- Yosys top cell area share: 61.86%
- Hold Path Stages: 2
- Max stage delay cell, worst path: mux4_2
- Sw Pwr: 1.396 mW
- Tightest Pin Transition: 0.7759 ns
- Slew Limit Fails: 0
- DRC: 0
- Crit path DRT: 8.28 ns
- Hold-fix buffers at CTS: 0
- Share of layout cells above drive strength 1: 35.53%
- Synth warnings: 1
- Syn Inst Count: 1044
- First-pass DRT Iterations: 4
- P&R area growth vs syn: 16.45%
- Sw Ratio: 20.76%
- Clock root buffer: clkbuf_16
- Post-Route WL: 55.98 mm
- Cycle use final: 48.75%
- GR Layer Usage met2: 39.38%
- R2R Path End: rsb[26]
- GPL Wtd Cong: 0.7912
[state kept, by name, summed over array words and instances (netlist names)]
name / cells
rsa: 32
rsb: 32
ram_array: 481
[power by group through the flow]
stage | logic (mW) | registers, mW | clock network, mW
CTS | 0.521 | 3.31 | 2.96
finish | 0.510 | 3.31 | 2.91
global route | 0.551 | 3.32 | 3.07
[stage by stage]
stage               util (%)  instance area (µm²)  setup slack [ns]  hold WS (ns)
floorplan                  -                23350             3.361        0.6361
global placement       55.07                25150             3.313        0.6865
detailed placement     55.07                25150             3.324        0.6775
CTS                    59.53                27190             3.951        0.7143
global route           59.53                27190             3.794        0.7375
finish                 59.53                27190             3.998        0.7058
[critical path: cells and delay by family]
kind | cells | cell delay (ns)
buffers and inverters | 3 | 1.58
multiplexers | 2 | 1.03
[kinds of logic (layout without fill, tap and decap cells)]
family | count (synthesis) | in the layout
flip-flops | 545 | 545
multiplexers | 319 | 319
buffers and inverters | 80 | 252
AND-OR/OR-AND | 70 | 70
AND/OR/NAND/NOR | 30 | 30
[routing by layer]
metal / share of wire, % / up-vias
li1: - / 4832
met5: 0.13 / -
met2: 48 / 689
met3: 16 / 101
met1: 34 / 5870
met4: 2.2 / 12
[worst max path at each step]
stage         cells after the start  slack, ns  endpoint
CTS                               5       3.95   rsb[18]
global route                      5       3.79   rsb[18]
finish                            5       4.00   rsb[10]
[placed cells by master, fill, tap and decap left out, drive strengths merged]
| cell | netlist | routed |
|---|---|---|
| nor2b | 2 | 2 |
| a21oi | 4 | 4 |
| o211ai | 1 | 1 |
| nand2 | 1 | 1 |
| nand3b | 2 | 2 |
| inv | 0 | 1 |
| nor2 | 13 | 13 |
| a221o | 1 | 1 |
| nand3 | 3 | 3 |
| a22oi | 1 | 1 |
| buf | 47 | 41 |
| mux2i | 2 | 2 |
| nand2b | 3 | 3 |
| clkinvlp | 0 | 4 |
| o21bai | 1 | 1 |
| a22o | 62 | 62 |
| dfxtp | 64 | 64 |
| or3b | 1 | 1 |
| edfxtp | 481 | 481 |
| and3b | 1 | 1 |
| clkbuf | 33 | 71 |
| bufinv | 0 | 11 |
| clkinv | 0 | 23 |
| mux4 | 254 | 254 |
| nor3 | 4 | 4 |
| mux2 | 63 | 63 |
| clkdlybuf4s50 | 0 | 101 |
[cell type report]
| type | instances | area [µm²] |
|---|---|---|
| tap | 600 | 750.7 |
| fill | 3217 | 18490 |
| sequential | 545 | 15730 |
| clock buffer | 69 | 1554 |
| timing repair buffer | 144 | 1361 |
| clock inverter | 39 | 480.5 |
| multi-input combinational | 419 | 7317 |
No activity file was given, so power comes from the tool's default toggle rates.
